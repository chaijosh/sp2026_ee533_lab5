$ cat flow/design.v
`timescale 1ns / 1ps
module shifter(
    input [5:0] shamt,
    input [63:0] A,
    output reg [63:0] O,
    input shcode
    );
	always @(*)
	begin
		if (shcode == 1'b0)
		begin
			O = A << shamt;
		end
		else
		begin
			O = A >> shamt;
		end
	end
endmodule
$ cat flow/run.sh
#!/bin/bash
# OpenROAD 26Q1-2900-gdf79404cd8, Yosys 0.63+post, stock flow scripts
make -C /OpenROAD-flow-scripts/flow DESIGN_CONFIG=/design/flow/config.mk WORK_HOME=/design/flow/orfs finish
$ cat flow/config.mk
export PLATFORM = sky130hd
export DESIGN_NAME = shifter
export DESIGN_NICKNAME = shifter
export VERILOG_FILES = /design/flow/design.v
export SDC_FILE = /design/flow/constraint.sdc
export NUM_CORES = 4
export LEC_CHECK = 1
export CORE_UTILIZATION = 30
$ cat flow/constraint.sdc
current_design shifter

set clk_period 13.9
set clk_io_pct 0.2

create_clock -name clk0 -period $clk_period

set non_clock_inputs [all_inputs -no_clocks]
set_input_delay [expr $clk_period * $clk_io_pct] -clock clk0 $non_clock_inputs
set_output_delay [expr $clk_period * $clk_io_pct] -clock clk0 [all_outputs]
==> results.toml <==
# yosys + openroad results
[run]
tool_warnings = 32
maxCapViolations = 0

[drt]
drt-initial-drc-count = 1280
wl_per_cell_um = 34.7
drc_errors = 0
final_antenna_net_count = 0
vias = 10162
drt_pass1_iterations = 6
viasPerCell = 7.12
wirelength_um = 49500
insertedDiodeCount = 0

[global_route]
grt_pass1_vias = 9754
grt_pass1_wl_um = 70300
grt-ovfl-total = 0
grt_max_degree = 67
grt_usage_pct = 35.0
antenna_found_initial = 0

[layout]
layout-drive-gt1-share_pct = 23.3
area_growth_pct = 18.9
utilization_pct = 36.4
flop-count = 0
clkbuf_count = 0
seqCellArea_um2 = 0
fin_area_um2 = 10100

[floorplanning]
io_pins = 135
die-width_um = 171
die-area_um2 = 29100
fp-row-count = 61
floorplanUtilization_pct = 30.6
coreArea_um2 = 27900
die_h_um = 171

[synth]
muxShareOfSynthArea_pct = 55.7
ys_cells = 977
ys_sh_adder_pct = 0
xor_share_pct = 0
netlist_area_um2 = 8530
synth_cell_type_count = 62
synth-simple-area-share_pct = 13.7
netlist_instances = 977
topCombFamilyByArea = "multiplexers"
synth_seq_share_pct = 0
ys_warn_count = 1
aoi_share_pct = 24.0
avgSynthCellArea_um2 = 8.73
ys_chip_area_um2 = 8530

[placement]
place_area_um2 = 10100
port_buffers = 135
dp_slack_ns = 4.51
gp_congestion = 1.04
dpl.hpwl_um = 37700

[power_and_ir_drop]
power_density_nw_per_um2 = 48.1
power_leakage_nw = 3.45
vdd_drop_max_v = 0.0000323

[clock_network]
postCtsHoldBufs = 0
post-cts-setup-buffers = 0
cts_resized = 0

[final_timing]
rsz0062_at_grt = "false"
whs_ns = 6.62
final-setup-viol-count = 0
max_freq_mhz = 105
finalSetupTns_ns = 0
max_slew_margin_pct = 31.1
fin_crit_ns = 9.50
period_used_pct = 68.4
tightest_slew_ns = 1.00
setup_ws_ns = 4.40
drv_slew = 0
hold_viol_final = 0

[worst_setup_path]
worst_setup_path_start_kind = "primary input"
cp.required_ns = 11.12
crit_type = "primary input to output port"
arrival_ns = 6.72
critPathMaxFanout = 56
end_kind = "output port"

[status]
status = "complete, no violations"

[min_path]
hold_class = "primary input to output port"
-- layer usage --
layer  GRT usage [%]  vias to the layer above  share of wire (%)
li1                -                     4177                  -
met4            12.1                        0                4.3
met2            49.3                      933                 42
met1            46.6                     4922                 38
met3            17.5                      130                 16
met5               0                        -                  0
-- worst paths after layout --
check | endpoint | startpoint | cells after the start
worst min-delay path | O[55] | shamt[3] | 5
worst max-delay path | O[12] | shamt[2] | 9
-- through the flow --
| stage | total power, W | std cells |
|---|---|---|
| after floorplan | 0.000260 | 977 |
| after detailed placement | 0.000469 | 1428 |
| after global placement | 0.000473 | 1428 |
| after CTS | 0.000471 | 1428 |
| final | 0.000488 | 1428 |
| after global routing | 0.000507 | 1428 |
-- cells in the mapped netlist, drive strengths merged (5+ instances only) --
cell	count	area (µm²)
mux4	127	2860
mux2i	124	1240
nor2	122	458
o22ai	67	419
mux2	58	653
buf	57	359
nand2	51	191
clkbuf	50	188
o21ai	47	235
a21oi	41	205
o211ai	28	210
o221ai	21	184
nor3	16	80.1
a211oi	15	113
nand2b	15	93.8
a22oi	13	97.6
nand3	10	50.1
nor2b	9	56.3
a221oi	7	61.3
o2111ai	7	61.3
a31oi	6	37.5
and2	6	37.5
o22a	6	52.6
o2bb2ai	6	52.6
o32ai	5	43.8
or3	5	31.3
-- where the power goes --
group          internal (W)  switching, W
registers                 0             0
clock network             0             0
logic              0.000207      0.000280
-- kinds of logic after synthesis --
| kind of cell | after synthesis |
|---|---|
| AND/OR/NAND/NOR | 257 |
| buffers and inverters | 112 |
| AND-OR/OR-AND | 299 |
| multiplexers | 309 |
-- cell type report --
| class | count | area [µm²] |
|---|---|---|
| Inverter | 5 | 20.0 |
| Fill cell | 2852 | 17700 |
| Multi-Input combinational cell | 865 | 7970 |
| Tap cell | 378 | 473 |
| Timing Repair Buffer | 180 | 1680 |
-- worst max-delay path, cell delays in order --
cell and delay, ns:
buf_4 0.40, buf_4 0.61, buf_4 0.66, mux4_2 0.43
mux2i_1 0.64, nor2_1 0.13, a2111oi_0 0.42, o22ai_1 0.17
clkdlybuf4s50_1 0.43
-- cell usage in the layout, fill, tap and decap left out, types with 9 or more instances in the layout --
| cell | n |
|---|---|
| a211oi_1 | 15 |
| a21oi_1 | 41 |
| a22oi_1 | 13 |
| buf_4 | 46 |
| clkdlybuf4s50_1 | 131 |
| mux2_2 | 58 |
| mux2i_1 | 124 |
| mux4_2 | 127 |
| nand2_1 | 51 |
| nand2b_1 | 15 |
| nand3_1 | 10 |
| nor2_1 | 122 |
| nor2b_1 | 9 |
| nor3_1 | 15 |
| o211ai_1 | 28 |
| o21ai_0 | 46 |
| o221ai_1 | 21 |
| o22ai_1 | 67 |
Power figures rest on the tool's default switching activity, not on a simulated workload.
