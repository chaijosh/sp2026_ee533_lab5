<file path="/design/flow/run.sh">
#!/bin/bash
# OpenROAD 26Q1-2900-gdf79404cd8, Yosys 0.63+post, stock flow scripts
make -C /OpenROAD-flow-scripts/flow DESIGN_CONFIG=/design/flow/config.mk WORK_HOME=/design/flow/orfs finish
</file>
<file path="/design/flow/config.mk">
export PLATFORM = sky130hd
export DESIGN_NAME = reg_file_64x32
export DESIGN_NICKNAME = reg_file_64x32
export VERILOG_FILES = /design/flow/design.v
export SDC_FILE = /design/flow/constraint.sdc
export NUM_CORES = 4
export LEC_CHECK = 1
export CORE_UTILIZATION = 30
</file>
<file path="/design/flow/constraint.sdc">
current_design reg_file_64x32

set clk_period 19.6
set clk_io_pct 0.2

create_clock -name clk0 -period $clk_period

set non_clock_inputs [all_inputs -no_clocks]
set_input_delay [expr $clk_period * $clk_io_pct] -clock clk0 $non_clock_inputs
set_output_delay [expr $clk_period * $clk_io_pct] -clock clk0 [all_outputs]
</file>
<file path="/design/flow/design.v">
`timescale 1ns / 1ps
module reg_file_64x32(
    input          clk,
    input  [4:0]   r0addr,
    input  [4:0]   r1addr,
    input  [4:0]   waddr,
    input  [63:0]  wdata,
    input          wena,
    output [63:0]  r0data,
    output [63:0]  r1data
    );
    reg [63:0] registers [0:31];
    always @(*)
        if (wena)
            registers[waddr] <= wdata;
    assign r0data = (r0addr == 5'b00000) ? 64'b0 : registers[r0addr];
    assign r1data = (r1addr == 5'b00000) ? 64'b0 : registers[r1addr];
endmodule
</file>
==> results.sh <==
# flow metrics
export IMPL_status="complete, no violations"
export IMPL_fin_ws_ps=6030
export IMPL_lay_top_count="dlxtn_1"
export IMPL_timing_final_crit_period_ps=13570
export IMPL_critical_path_top_delay_family="buffers and inverters"
export IMPL_path_class="in2out"
export IMPL_first_pass_iters=10
export IMPL_synth_flops=1984
export IMPL_grtUsageTotal=0.380
export IMPL_portBuffers=208
export IMPL_path_buffers=5
export IMPL_leakagePower_nw=25.5
export IMPL_cts_hold_buf=0
export IMPL_gp_congestion=1.02
export IMPL_internal_power_mw=0.494
export IMPL_power_switching_mw=0.527
export IMPL_routed_wl_um=344000
export IMPL_ys_area_sq_mm=0.0536
export IMPL_dp_hpwl_um=187000
export IMPL_async_flop_share=0
export IMPL_drive_gt1_frac=0.0628
export IMPL_worst_pin_slew_ps=1330
export IMPL_max_freq_mhz=73.7
export IMPL_arrival_ps=9650
export IMPL_grt_start_max_net_pins=65
export IMPL_yosysUniqueCellTypes=60
export IMPL_hold_path_depth=4
export IMPL_ios=209
export IMPL_floorplan_initialDensity=0.303
export IMPL_finalClockPeriodUsage=0.692
export IMPL_crit_slowest_cell="nor2_4"
export IMPL_initialDrtViolationCount=9325
export IMPL_ir_drop_mv=0.0123
export IMPL_wl_per_cell_um=42.1
export IMPL_grt_pass1_wl_um=462000
export IMPL_syn_area_per_cell_sq_um=9.28
export IMPL_setup_viol=0
export IMPL_cts_setup_buffers=0
export IMPL_slowest_delay_ps=900
export IMPL_startpoint_type="input port"
export IMPL_finish_utilization=0.334
export IMPL_warning_count=33
export IMPL_dp_cells=8137
export IMPL_fp_coreArea_sq_mm=0.177
export IMPL_area_delta_synth_final_pct=10.2
export IMPL_biggestRegsByFlops="registers: 1984 flops"
export IMPL_chip_area_sq_mm=0.180
export IMPL_synth_cell_area_sq_mm=0.0536
export IMPL_ant_nets=0
export IMPL_rsz0062_at_grt="no"
export IMPL_ys_warn_count=2
export IMPL_yosys_cells=5780
export IMPL_syn_inst=5780
export IMPL_yosys_top_cells_area="dlxtn_1, a22oi_1, a21oi_1"
export IMPL_die_w_um=425
export IMPL_maxSlewViolCount=0
export IMPL_slew_headroom=0.0918
export IMPL_ff_type="dlxtn_1"
export IMPL_critPathCapture="r1data[38]"
export IMPL_total_power_mw=1.02
export IMPL_hold_violations=0
export IMPL_unclocked_pins=1984
export IMPL_cp_startpoint="r1addr[0]"
export IMPL_drv_cap=0
export IMPL_crit_chain="buf_6 > buf_4 > nand3b_1 > nor2_4 > buf_4 > buf_4 > a22oi_1 > nand4_1 > nor2_1 > a21oi_1 > clkdlybuf4s50_1"
export IMPL_gr_total_overflow=0
export IMPL_regMostFlops="registers"
export IMPL_grt_pass1_vias=57214
export IMPL_cp_end_kind="primary output"
export IMPL_required_ps=15680
export IMPL_largest_register_ffs=1984
export IMPL_cp_depth=11
export IMPL_layout_top_cells_excl_fill_tap="dlxtn_1, a22oi_1, nand2_1"
export IMPL_drcViolationCount=0
export IMPL_antenna_found_initial=48
export IMPL_viasPerCell=7.24
export IMPL_powerDensity_mw_per_mm2=17.3
export IMPL_cts_resized=0
export IMPL_synth_top_area_share=0.556
export IMPL_untimed_endpoints=1984
export IMPL_synth_edff_count=0
export IMPL_dpl_worst_slack_ps=6530
export IMPL_yosysTopAreaCell="dlxtn_1"
export IMPL_cp_max_fo=43
export IMPL_setup_tns_ps=0
export IMPL_min_path_type="in2out"
export IMPL_switching_share=0.516
export IMPL_vias=59167
export IMPL_die_h_um=425
export IMPL_fin_cells=8175
export IMPL_critPathMostFrequentCell="buf_4"
export IMPL_rows=154
## final cells by class
cell class / instances / area, sq um
Inverter: 17 / 63.8
Timing Repair Buffer: 459 / 3990
Multi-Input combinational cell: 3337 / 22200
Fill cell: 18004 / 118000
Antenna cell: 38 / 95.1
Sequential cell: 1984 / 29800
Tap cell: 2340 / 2930
## power groups by stage
stage	clock network, mW	logic (mW)	registers (mW)
5_1_grt	0.00000000718	0.634	0.418
4_1_cts	0	0.590	0.391
## metrics by stage
| step | hold slack, ps | area (sq um) |
|---|---|---|
| after floorplan | 8260 | 53600 |
| after global placement | 8790 | 59000 |
| after detailed placement | 8790 | 59000 |
| after CTS | 8800 | 59000 |
| after global routing | 8800 | 59000 |
| final | 8770 | 59100 |
## cell usage after synthesis, types with 6 or more instances
| cell type | n |
|---|---|
| dlxtn_1 | 1984 |
| a22oi_1 | 1629 |
| nand2_1 | 377 |
| a21oi_1 | 340 |
| nand4_1 | 220 |
| buf_2 | 209 |
| clkbuf_1 | 202 |
| nor2_1 | 143 |
| nand3_1 | 123 |
| nor3_1 | 104 |
| a222oi_1 | 102 |
| nor4_1 | 40 |
| buf_4 | 26 |
| nor2_2 | 22 |
| o21ai_0 | 19 |
| a221oi_1 | 18 |
| and3_1 | 18 |
| nor2_4 | 17 |
| a31oi_1 | 16 |
| inv_1 | 16 |
| a22o_1 | 15 |
| a2111oi_0 | 14 |
| mux2i_1 | 14 |
| nand3b_1 | 11 |
| nand2b_1 | 10 |
| or3_1 | 8 |
| nor3_2 | 6 |
## routing by layer
metal | track usage | vias up | wire (um)
met1 | 0.425 | 27401 | 109000
met3 | 0.266 | 2561 | 67700
met2 | 0.502 | 6826 | 130000
met4 | 0.277 | 54 | 36200
li1 | - | 22325 | -
met5 | 0.0101 | - | 483
## how the worst min path moves through the flow
stage	startpoint	endpoint	slack, ps
final	r1addr[0]	r1data[10]	8770
after global routing	r1addr[0]	r1data[10]	8800
after CTS	r1addr[0]	r1data[25]	8800
## cell families after synthesis
family | share of synthesized area
buf+inv | 0.0390
latches | 0.556
compound gates | 0.295
mux | 0.00324
simple gates | 0.107
## worst min-delay path, delay by kind of cell
kind	cells	cell delay (ps)
AND-OR/OR-AND	2	280
buffers and inverters	2	650
Power is estimated from default activity; no workload was simulated.
