==> ./design.v <==
`timescale 1ns / 1ps
module zero(
    input [63:0] A,
    output wire Z
    );
	 assign Z = A == 0;
endmodule
==> ./run.sh <==
#!/bin/bash
# OpenROAD 26Q1-2900-gdf79404cd8, Yosys 0.63+post, stock flow scripts
make -C /OpenROAD-flow-scripts/flow DESIGN_CONFIG=/design/flow/config.mk WORK_HOME=/design/flow/orfs finish
==> ./config.mk <==
export PLATFORM = sky130hd
export DESIGN_NAME = zero
export DESIGN_NICKNAME = zero
export VERILOG_FILES = /design/flow/design.v
export SDC_FILE = /design/flow/constraint.sdc
export NUM_CORES = 4
export LEC_CHECK = 1
export CORE_AREA = 10 10 70 70
export DIE_AREA = 0 0 80 80
==> ./constraint.sdc <==
current_design zero

set clk_period 1.3
set clk_io_pct 0.2

create_clock -name clk0 -period $clk_period

set non_clock_inputs [all_inputs -no_clocks]
set_input_delay [expr $clk_period * $clk_io_pct] -clock clk0 $non_clock_inputs
set_output_delay [expr $clk_period * $clk_io_pct] -clock clk0 [all_outputs]
==> flow_metrics.tcl <==
# implementation run metrics
set metrics [dict create \
    crit_path_start_kind "primary input" \
    netlist_instances 21 \
    rows 21 \
    end_kind "output port" \
    timing.final.crit_share_pct 113 \
    warning_count 34 \
    die-area_sq_mm 0.00640 \
    rsz0062_at_grt "yes" \
    grt_pass1_wl_um 2680 \
    arrival_ns 1.22 \
    use_met2_pct 8.27 \
    routed_via_density 3.57 \
    wl_um 1870 \
    stdcell_count 132 \
    ys_cells 21 \
    cts_setup_buffers 0 \
    io_pins 65 \
    grt_overflow 0 \
    core_sq_mm 0.00342 \
    final_util_pct 23.7 \
    die_y_um 80 \
    crit_type "primary input to output port" \
    drtIter0Drc 2 \
    design_area_sq_um 810 \
    layout-drive-gt1-share_pct 65.1 \
    n_clock_buffer 0 \
    ctsHoldBuffers 0 \
    setup_ws_ns -0.175 \
    antenna-diode-count 0 \
    status "finished, violations left" \
    hold_class "primary input to output port" \
    dp_cells 132 \
    syn_to_final_growth_pct 463 \
    slowest_delay_ns 0.28 \
    critical_path_required_ns 1.04 \
    dp_hpwl_um 1760 \
    grt_max_degree 2 \
    violations "negative setup slack" \
    via_count 471 \
    yosys_warnings 0 \
    antenna_found_initial 0 \
    gp_routability_congestion 0.866 \
    worstPathMaxFanout 1 \
    finalCriticalPeriod_ns 1.48 \
    fmax_mhz 678 \
    tns_ns -0.175 \
    busiest_layer "met2" \
    fp_util_pct 4.21 \
    grt_use_met1_pct 6.00 \
    slew_headroom_pct 84.6 \
    worst_pin_slew_ns 0.228 \
    seq_area_sq_um 0 \
    p_leak_nw 0.318 \
    worst_path_most_repeated_cell "nor4_2" \
    syn_area_sq_um 144 \
    placed_cell_area_sq_um 852 \
    grt_pass1_vias 572 \
    ir_drop_uv 46.1 \
    setup_viol 1 \
    drv_cap 0 \
    drtPass1Iterations 2 \
    die_w_um 80 \
    hold_viol 0 \
    ys_area_sq_um 144 \
    cpMaxStageDelayCell "nor4_2" \
    grt.total_usage_pct 5.17 \
    ys_types 3 \
    drv_slew 0 \
    syn_avg_cell_area_sq_um 6.85 \
    drc 0 \
    io_buffer_count 65 \
    postSynthSeqShare_pct 0 \
    seq_cells 0 \
    grtUsageMet3_pct 3.41 \
    antenna_left 0 \
    p_per_area_mw_per_mm2 212 \
    wl_per_cell_um 14.2 \
    crit_chain "clkdlybuf4s15_1 > nor4_2 > nand4_1 > nor4_2 > buf_2" \
    pre_cts_ws_ns -0.964 \
]
## report_power, final
group | total, mW | internal [mW] | switching, mW
clock network | 0 | 0 | 0
logic | 0.172 | 0.117 | 0.0547
registers | 0 | 0 | 0
total | 0.172 | 0.117 | 0.0547
## worst max-delay path: cells and delay by family
kind                   cells  cell delay, ns
buffers and inverters      2            0.31
and+or+nand+nor            3            0.65
## worst paths after layout
path               from  to  cells after the start
hold / removal     A[2]   Z                      5
setup / recovery  A[11]   Z                      5
## kinds of logic after synthesis
logic type	synth area share [%]
and+or+nand+nor	100
## layout make-up
| type | count | area, sq um |
|---|---|---|
| repair buffers | 65 | 498 |
| fillers | 391 | 2610 |
| multi-input cells | 21 | 254 |
| well taps | 46 | 57.6 |
## placed cells by master (no fill, tap or decap)
cell type / count
buf_6: 10
nor4_2: 10
clkdlybuf4s15_1: 19
clkbuf_2: 8
buf_2: 24
nand4_1: 4
nor4_4: 4
dlygate4sd2_1: 4
nor4_1: 3
## stage by stage
step	hold slack (ns)	power, mW
5_1_grt	0.878	0.184
6_report	0.846	0.172
2_1_floorplan	0.639	0.00941
3_3_place_gp	1.58	0.202
3_5_place_dp	1.57	0.206
4_1_cts	0.882	0.176
## metal layers
layer	vias to the layer above	part of all wire, %
met2	37	43
met3	0	21
li1	235	-
met1	199	37
met4	0	0
met5	-	0
## Yosys cell counts
master	n	area [sq um]
nor4_1	15	93.8
nand4_1	4	25.0
nor4_2	2	25.0
## timing repair
item                       CTS  global route
resized                    188            18
pin swaps                   21             7
setup endpoints to repair    1             1
Power is estimated from default activity; no workload was simulated.
